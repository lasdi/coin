$ cat ./config.mk
export PLATFORM = sky130hd
export DESIGN_NAME = wisard_index
export DESIGN_NICKNAME = wisard_index
export VERILOG_FILES = /design/flow/design.v
export SDC_FILE = /design/flow/constraint.sdc
export NUM_CORES = 4
export LEC_CHECK = 1
export CORE_AREA = 10 10 70 70
export DIE_AREA = 0 0 80 80
$ cat ./constraint.sdc
current_design wisard_index

set clk_period 2.6
set clk_io_pct 0.2

create_clock -name clk0 -period $clk_period [get_ports {clk}]

set non_clock_inputs [all_inputs -no_clocks]
set_input_delay [expr $clk_period * $clk_io_pct] -clock clk0 $non_clock_inputs
set_output_delay [expr $clk_period * $clk_io_pct] -clock clk0 [all_outputs]
$ cat ./design.v
module wisard_index
#(parameter INDEX_WIDTH=5, N_RAMS=27)
(
input clk,
input rst_n,
input sink_valid,
input sop,
output reg [INDEX_WIDTH-1:0] index,
output eop
);
always @ (posedge clk or negedge rst_n) begin
   if (~rst_n) begin
      index <= 0;
   end
   else if(sink_valid) begin
       if (eop)
          index <= 0;
       else if (sop)
          index <= 1;
       else
          index <= index + 1;
   end
end
assign eop = index==N_RAMS-1 && sink_valid? 1'b1 : 1'b0;
endmodule
$ cat ./run.sh
#!/bin/bash
# OpenROAD 26Q1-2900-gdf79404cd8, Yosys 0.63+post, stock flow scripts
make -C /OpenROAD-flow-scripts/flow DESIGN_CONFIG=/design/flow/config.mk WORK_HOME=/design/flow/orfs finish
==> results.toml <==
# synthesis and place-and-route metrics
[finish]
fillers = 390
largestRegisters = "index x5"
regMostFlops = "index"
largest_reg_flops = 5
drive_above_1_share = 0.2051
instances_no_fill = 85
area_delta_synth_final_pct = 63.39

[global_routing]
overflow = 0
antenna_found_initial = 0
grt_use_total = 0.01901
grt_pass1_vias = 218
grt_start_max_net_pins = 8
grtUsageMet2 = 0.02006
use_met3 = 0.01023
grt_pass1_wl_um = 993
grt_most_used_layer = "met1"
grtUsageMet1 = 0.02602

[setup_path]
worstSetupPathType = "register to output pin"
path_buffers = 2
crit_fanout = 6
cp-endpoint = "eop"
critPathTopFamily = "buffers and inverters"
worstSetupEndpointType = "output pin"
crit_path_start_kind = "register"
rr_worst_depth = 5
ff2ff_setup_slack_ps = 1230
critPathRequiredTime_ps = 2080
cpPeakStageDelay_ps = 450
crit_path_cell_trace = "inv_1 > ha_1 > and4b_1 > and2_2 > clkdlybuf4s50_1"
cp.arrival_ps = 1720
r2r_start = "index[0]"
critical_path.startpoint = "index[0]"
crit_cells = 5
cp_slowest_cell = "clkdlybuf4s50_1"
reg2reg_to = "index[1]"

[pwr]
p_leak_uw = 0.0001895
switchingPower_uw = 74.28
powerDensity_nw_per_um2 = 606.5
internal_power_uw = 203.5
p_comb_frac = 0.267
seqPwrFrac = 0.416
ir_drop_mv = 0.09792
switching_share = 0.2674
pwr-share-clk = 0.317

[clock_tree]
clkTransAtPathRegs_ps = 40
clock-sinks = 5
cts.hold.buffers_added = 0
numCtsBuffers = 3
htree_levels = 1
cts.path.max_buffers = 2
cts_resized = 0
clk_latency_ps = 240
cts-root-buf = "clkbuf_4"
postCtsSetupRepairBufs = 0
cts_tree = "built"

[final_timing]
finalSetupTns_ps = 0
setup_viol = 0
slew_headroom = 0.8358
tightest_slew_ps = 245.5
period_used_share = 0.8612
layout_min_cycle_time_ps = 2239
finalHoldViolations = 0
drv_slew = 0
timing.fmax_mhz = 446.6
fin_skew_ps = 2.200
rsz0062_at_grt = "no"

[routing]
wl_per_cell_um = 7.494
drt_iter0_drc = 12
ant_nets = 0
drt-pass1-iter-count = 3
remaining_drc_errors = 0
totalWireLength_um = 637
antenna_cells = 0
viasPerCell = 2.788
route.vias.total = 237

[floorplan]
die_w_um = 80
fp-row-count = 21
die_y_um = 80
core_um2 = 3416
ios = 10
initCoreUtil = 0.08205
dieArea_um2 = 6400

[min_path]
min_path_type = "input pin to async pin"

[synth]
synth.cell_area_um2 = 280.3
ys_seq_frac = 0.4464
synth_warnings = 1
synthCells = 26
ys_area_um2 = 280.3
yosysUniqueCellTypes = 14
avgSynthCellArea_um2 = 10.78
synth_flops = 5
yosys_cells = 26

[status]
status = "finished, final reports clean"

[run]
warnings = 26
maxCapViolations = 0

[place]
gp_congestion = 0.7121
dp.cells = 81
dpl.hpwl_um = 504.8
port_buffers = 9
metal layers:
layer,vias to the layer above,routed length (um)
li1,114,-
met1,104,291
met2,14,206
met3,5,79
met4,0,59
met5,-,0
synth_stat cells:
library cell	count	share of area
o21a_4	1	0.054
nor2_1	4	0.054
clkbuf_1	1	0.013
a21oi_1	1	0.018
mux2_2	1	0.040
and4b_1	1	0.036
a211oi_2	1	0.045
nand2_1	1	0.013
ha_1	2	0.089
xor2_1	3	0.094
and2_2	1	0.027
nand4_1	2	0.045
inv_1	2	0.027
dfrtp_1	5	0.45
cell families (layout without fill, tap and decap cells):
family          after synthesis  after routing  share of synthesized area
compound gates                3              3                     0.1160
xor+xnor                      3              3                    0.09377
fa+ha+maj                     2              2                    0.08927
buf+inv                       3             16                    0.04018
flops                         5              5                     0.4464
mux                           1              1                    0.04018
simple gates                  9              9                     0.1741
area by class of cell:
type	count	area (um2)	area share
Sequential cell	5	125.1	0.2732
Inverter	2	7.507	0.01639
Timing Repair Buffer	10	97.59	0.2131
Tap cell	46	57.56	0.1257
Clock buffer	4	26.28	0.05738
Multi-Input combinational cell	18	143.9	0.3142
power by group through the flow:
stage     sequential [uW]  combinational (uW)  clock [uW]
4_1_cts               116                75.9        93.8
5_1_grt               119                85.8        96.5
6_report              116                74.1        88.1
cells in the final DEF, fill, tap and decap left out:
cell / Yosys / layout
nand2_1: 1 / 1
inv_1: 2 / 2
xor2_1: 3 / 3
clkbuf_1: 1 / 1
nor2_1: 4 / 4
nand4_1: 2 / 2
ha_1: 2 / 2
mux2_2: 1 / 1
o21a_4: 1 / 1
and2_2: 1 / 1
a21oi_1: 1 / 1
clkbuf_4: 0 / 3
and4b_1: 1 / 1
a211oi_2: 1 / 1
buf_4: 0 / 1
dfrtp_1: 5 / 5
clkdlybuf4s50_1: 0 / 9
how the worst min path moves through the flow:
stage | from | endpoint | slack, ps | cells past startpoint
CTS | rst_n | index[4] | 500 | 1
global route | rst_n | index[4] | 520 | 1
finish | rst_n | index[4] | 510 | 1
worst reg2reg max path: stages, from the launching register on:
cell      delay (ps)
dfrtp_1          420
inv_1             60
ha_1             180
and4b_1          210
o21a_4           220
a211oi_2         190
per-stage QoR:
| stage | setup WS [ps] | util | power, uW | area, um2 | hold WS, ps |
|---|---|---|---|---|---|
| 2_1_floorplan | 1113 | - | 143.3 | 280.3 | 224.4 |
| 3_3_place_gp | 502.2 | 0.1264 | 190.3 | 431.7 | 544.9 |
| 3_5_place_dp | 494.3 | 0.1264 | 191.7 | 431.7 | 555.1 |
| 4_1_cts | 331.2 | 0.1341 | 285.4 | 457.9 | 503.3 |
| 5_1_grt | 245.4 | 0.1341 | 301.3 | 457.9 | 517.5 |
| 6_report | 361.0 | 0.1341 | 277.7 | 457.9 | 507.6 |
Power and IR drop assume default switching activity.
