==> design.v <==
module wisard_parallel2serial
#(parameter ADDRESS_WIDTH=5)
(
input clk,
input rst_n,
input sop,
input sink_valid,
input addr,
output reg sop_buf,
output reg sink_valid_buf,
output reg [ADDRESS_WIDTH-1:0] addr_buf);
localparam [ADDRESS_WIDTH-1:0] ADDR_ZERO = {ADDRESS_WIDTH{1'b0}};
reg [4:0] cnt;
wire frame_valid, sink_valid_buf_prev;
reg sop_buf_prev;
always @ (posedge clk or negedge rst_n) begin
   if (~rst_n) begin
      addr_buf <= ADDR_ZERO;
   end
   else begin
       if (sink_valid)
          addr_buf <= {addr, ADDR_ZERO[ADDRESS_WIDTH-2:0]};
       else if (frame_valid)
          addr_buf <= {addr, addr_buf[ADDRESS_WIDTH-1:1]};
   end
end
always @ (posedge clk or negedge rst_n) begin
   if (~rst_n) begin
      cnt <= 0;
   end
   else begin
       if (sink_valid)
          cnt <= 1;
       else if (cnt>0 && cnt<ADDRESS_WIDTH-1)
          cnt <= cnt + 1;
       else
          cnt <= 0;
   end
end
assign frame_valid = cnt>0 && cnt<=ADDRESS_WIDTH-1 ? 1'b1 : 1'b0;
assign sink_valid_buf_prev = cnt==ADDRESS_WIDTH-1;
always @ (posedge clk or negedge rst_n) begin
   if (~rst_n) begin
      sink_valid_buf <= 1'b0;
      sop_buf_prev <= 1'b0;
      sop_buf <= 1'b0;
   end
   else begin
      sink_valid_buf <= sink_valid_buf_prev;
      sop_buf_prev <= sop ? 1'b1 : sop_buf_prev & sink_valid_buf_prev ? 1'b0 : sop_buf_prev;
      sop_buf <= sop_buf_prev & sink_valid_buf_prev;
   end
end
endmodule
==> run.sh <==
#!/bin/bash
# OpenROAD 26Q1-2900-gdf79404cd8, Yosys 0.63+post, stock flow scripts
make -C /OpenROAD-flow-scripts/flow DESIGN_CONFIG=/design/flow/config.mk WORK_HOME=/design/flow/orfs finish
==> config.mk <==
export PLATFORM = sky130hd
export DESIGN_NAME = wisard_parallel2serial
export DESIGN_NICKNAME = wisard_parallel2serial
export VERILOG_FILES = /design/flow/design.v
export SDC_FILE = /design/flow/constraint.sdc
export NUM_CORES = 4
export LEC_CHECK = 1
export CORE_AREA = 10 10 70 70
export DIE_AREA = 0 0 80 80
==> constraint.sdc <==
current_design wisard_parallel2serial

set clk_period 2.5
set clk_io_pct 0.2

create_clock -name clk0 -period $clk_period [get_ports {clk}]

set non_clock_inputs [all_inputs -no_clocks]
set_input_delay [expr $clk_period * $clk_io_pct] -clock clk0 $non_clock_inputs
set_output_delay [expr $clk_period * $clk_io_pct] -clock clk0 [all_outputs]
==> results.txt <==
yosys + openroad results -> status complete, no violations, asr flop ratio synth 100%, post-place setup slack 1.01 ns, worst skew pair latency 0.27 ns, most frequent cells after synthesis 13 x dfrtp_1, 5 x nand2b_1, 4 x and2_1, 4 x inv_1, 4 x mux2i_1, WP data arrival 1.11 ns, Worst Hold Class reg2reg, Detail Route Antenna Nets 0, Max-slew headroom 61.8%, Pre-antenna DRT Iters 2, crit end category output pin, DRT Wirelength 918 um, fin crit period 1.61 ns, floorplan utilization 15.6%, Yosys top cell by area dfrtp_1, slowest stage cell, crit path clkdlybuf4s50_1, Area leader share 60.9%, share of layout cells above drive strength 1 10.3%, ys cells 43, CTS Sinks 13, fin. max-slew vios 0, Chip Area, Yosys 534 um2, Power Density 516 nW/um2, Die Footprint 6400 um2, Die W 80 um, post-cts sizing count 0, CTS tree done, worst-path cell chain clkdlybuf4s50_1, setup_tns 0 ns, Cell variety after synth 16, Initial DRC Count 21, Worst-path clk slew 0.08 ns, CP bufs+invs 1, diode count 0, Syn Inst Count 43, post-DP HPWL 695 um, placed insts 100, Fill cells 359, # DRC 0, Placer Congestion 0.750, number of global-route vias before repair 338, critical path's top delay family buffers and inverters, Core Rows 21, Via Count 329, critical path type reg2out, Max Cap Violations 0, CP Launch Type flip-flop, WL/cell 8.83 um, H-tree Lvls 1, Yosys Warn Count 1, Leakage Power 0.321 nW, Die Ht 80 um, vias per cell 3.16, gr usage total 3.21%, Most common reg cell dfrtp_1, Ports 12, Seq cells post-synth 13, initial antenna violation count 0, CP peak stage delay 0.47 ns, final hold violations 0, WP data required 2.00 ns, first-pass GRT wire length 1.60 mm, CTS buffer count 3, root buffer cell clkbuf_4, Worst-Margin Slew 0.572 ns, Core Area 3420 um2, final setup fails 0, fmax 621 MHz, final clock skew 0.00566 ns, Final Power 0.000375 W, Post-synth EDFFs 0, Layout area overhead 36.1%, hold buffer count at CTS 0, largest net degree at the start of global routing 14, Synth Seq Share 60.9%, most common cell in the netlist dfrtp_1, Port-buffer cells 11, synthesized area per cell 12.4 um2, maximum VDD drop 0.175 mV, tool warnings 26, final setup margin 0.890 ns, Tcrit/Tclk final 64.4%, global route total overflow 0, setup bufs post-CTS 0, Mapped Area 534 um2, post-route insts no fill 104, RSZ-0062 raised after global routing no, CP max FO 2, Main area contributors dfrtp_1 61%, mux2i_1 7.5%, nand2b_1 5.9%, Bufs on Longest Clock Path 2
## per-layer routing
metal / GRT usage (%) / routed length, um
met5: 0 / 0
met2: 4.49 / 372
met4: 0.352 / 0
met3: 2.50 / 127
met1: 3.93 / 417
## registers in the layout, indices dropped and copies added (netlist names)
register,cells
cnt,5
sop_buf,1
sop_buf_prev,1
addr_buf,5
sink_valid_buf,1
## logic make-up (layout without fill, tap and decap cells)
family / after synthesis / count (layout) / share of synthesized area, %
AND-OR/OR-AND: 4 / 4 / 4.92
XOR/XNOR: 1 / 1 / 1.64
adder cells (fa/ha/maj): 2 / 2 / 4.68
buffers and inverters: 5 / 19 / 3.75
flip-flops: 13 / 13 / 60.9
multiplexers: 4 / 4 / 7.49
other: 1 / 2 / 0.702
AND/OR/NAND/NOR: 13 / 13 / 15.9
## layout make-up
class,count,area (um2),area share [%]
sequential,13,325,44.8
multi-input combinational,26,193,26.5
timing repair buffer,11,110,15.1
tap,46,57.6,7.92
clock buffer,4,26.3,3.61
inverter,4,15.0,2.07
## report_power, final
part | internal [W] | total, W | switching (W)
logic | 0.0000177 | 0.0000316 | 0.0000139
registers | 0.000216 | 0.000219 | 0.00000323
clock network | 0.0000618 | 0.000125 | 0.0000629
total | 0.000295 | 0.000375 | 0.0000800
## placed cells by master (no fill, tap or decap)
cell / count
or4_4: 1
nor2_2: 1
and3_2: 1
o21bai_1: 2
inv_1: 4
clkbuf_1: 1
xnor2_1: 1
nand2b_1: 5
ha_1: 2
mux2i_1: 4
clkdlybuf4s50_1: 11
and2_1: 4
nor2_1: 1
a21oi_1: 1
conb_1: 2
dfrtp_1: 13
clkbuf_4: 3
o22ai_1: 1
## per-stage QoR
step	instance area (um2)	utilization [%]	hold slack, ns
2_1_floorplan	538	-	0.204
3_3_place_gp	701	20.5	0.464
3_5_place_dp	701	20.5	0.466
4_1_cts	727	21.3	0.482
5_1_grt	727	21.3	0.510
6_report	727	21.3	0.473
## final timing paths
| path | start | to | slack [ns] | depth (start not counted) |
|---|---|---|---|---|
| max | addr_buf[3]$_DFFE_PN0P_ | addr_buf[3] | 0.89 | 1 |
| min | sop_buf_prev$_DFFE_PN0P_ | sop_buf$_DFF_PN0_ | 0.47 | 1 |
| max reg2reg | cnt[0]$_DFF_PN0_ | cnt[1]$_DFF_PN0_ | 1.04 | 5 |
| min reg2reg | sop_buf_prev$_DFFE_PN0P_ | sop_buf$_DFF_PN0_ | 0.47 | 1 |
| max in group asynchronous | rst_n | cnt[1]$_DFF_PN0_ | 1.53 | 1 |
| min in group asynchronous | rst_n | cnt[0]$_DFF_PN0_ | 0.59 | 1 |
Power and IR drop assume default switching activity.
